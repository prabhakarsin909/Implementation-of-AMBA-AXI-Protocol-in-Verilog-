==> ./design.v <==
`timescale 1ns / 1ps
module axis_arb (
  input  wire        aclk,
  input  wire        aresetn,
  output wire        s_axis_tready1,
  output wire        s_axis_tready2,
  input  wire        s_axis_tvalid1,
  input  wire        s_axis_tvalid2,
  input  wire [7:0]  s_axis_tdata1,
  input  wire [7:0]  s_axis_tdata2,
  input  wire        s_axis_tlast1,
  input  wire        s_axis_tlast2,
  input  wire        m_axis_tready,
  output wire        m_axis_tvalid,
  output wire [7:0]  m_axis_tdata,
  output wire        m_axis_tlast
);
parameter IDLE = 2'b00, S1 = 2'b01, S2 = 2'b10;
reg [1:0] state, next_state;
assign s_axis_tready1 = 1'b1;
assign s_axis_tready2 = 1'b1;
always @(posedge aclk) begin
  if (aresetn == 1'b0)
    state <= IDLE;
  else
    state <= next_state;
end
reg [7:0] reg_tdata;
reg       reg_tlast;
always @(*) begin
  case (state)
    IDLE: begin
      if (s_axis_tvalid1 && s_axis_tready1) begin
        next_state = S1;
        reg_tdata  = s_axis_tdata1;
        reg_tlast  = s_axis_tlast1;
      end else if (s_axis_tvalid2 && s_axis_tready2) begin
        next_state = S2;
        reg_tdata  = s_axis_tdata2;
        reg_tlast  = s_axis_tlast2;
      end else begin
        next_state = IDLE;
      end
    end
    S1: begin
      if (m_axis_tready == 1'b1) begin
        if (s_axis_tlast1) begin
          reg_tdata  = s_axis_tdata1;
          reg_tlast  = s_axis_tlast1;
          if (s_axis_tvalid2 && s_axis_tready2)
            next_state = S2;
          else
            next_state = IDLE;
        end else begin
          next_state = S1;
          reg_tdata  = s_axis_tdata1;
          reg_tlast  = s_axis_tlast1;
        end
      end else begin
        next_state  = S1;
      end
    end
    S2: begin
      if (m_axis_tready == 1'b1) begin
        if (s_axis_tlast2) begin
          reg_tdata  = s_axis_tdata2;
          reg_tlast  = s_axis_tlast2;
          if (s_axis_tvalid1 && s_axis_tready1)
            next_state = S1;
          else
            next_state = IDLE;
        end else begin
          next_state = S2;
          reg_tdata  = s_axis_tdata2;
          reg_tlast  = s_axis_tlast2;
        end
      end else begin
        next_state  = S2;
      end
    end
    default: next_state = IDLE;
  endcase
end
assign m_axis_tdata  = ((s_axis_tvalid1 && s_axis_tready1)||(s_axis_tvalid2 && s_axis_tready2)) ? reg_tdata : 8'h00;  
assign m_axis_tlast  = ((s_axis_tvalid1 && s_axis_tready1)||(s_axis_tvalid2 && s_axis_tready2)) ? reg_tlast : 1'b0;
assign m_axis_tvalid = ((s_axis_tvalid1 && s_axis_tready1)||(s_axis_tvalid2 && s_axis_tready2)) ? 1'b1 : 1'b0;
endmodule
==> ./run.sh <==
#!/bin/bash
# OpenROAD 26Q1-2900-gdf79404cd8, Yosys 0.63+post, stock flow scripts
make -C /OpenROAD-flow-scripts/flow DESIGN_CONFIG=/design/flow/config.mk WORK_HOME=/design/flow/orfs finish
==> ./config.mk <==
export PLATFORM = sky130hd
export DESIGN_NAME = axis_arb
export DESIGN_NICKNAME = axis_arb
export VERILOG_FILES = /design/flow/design.v
export SDC_FILE = /design/flow/constraint.sdc
export NUM_CORES = 4
export LEC_CHECK = 1
export CORE_AREA = 10 10 77 77
export DIE_AREA = 0 0 87 87
==> ./constraint.sdc <==
current_design axis_arb

set clk_period 1.3
set clk_io_pct 0.2

create_clock -name clk0 -period $clk_period [get_ports {aclk}]

set non_clock_inputs [all_inputs -no_clocks]
set_input_delay [expr $clk_period * $clk_io_pct] -clock clk0 $non_clock_inputs
set_output_delay [expr $clk_period * $clk_io_pct] -clock clk0 [all_outputs]
==> summary.txt <==
Purpose: to document the outcome of synthesis and place and route.

Synth
The cell area after synthesis is 485 um^2. Per the Yosys statistics, synthesis produced between 50 and 60 cells. The number of unique standard cell types used by synthesis is 25. In the synthesis report, Yosys lists the chip area as 485 um^2. The tally of yosys warning messages is 1. The synthesis-stage register bit count is 12.

The instance count of the mapped netlist is 55. The synthesized area per cell is 8.83 um^2.

Clock network
Per the CTS log, the buffer count on the longest clock path is 2. Buffers inserted during clock tree synthesis total 3. As reported, the later end of the worst-skew pair has a clock insertion delay of between 0.2 and 0.25 ns.

Per the CTS log, the maximum H-tree level is 1. The tree is rooted in a clkbuf_8. The number of hold buffers added after cts is 0. The TritonCTS clock tree is done. The clock-pin slew on the worst setup and hold paths is about 0.030 ns.

Critical path
The arrival time of data at the critical path endpoint is 0.99 ns. The signal on the critical path passes through buf_6 -> nor2_4 -> nor2b_1 -> clkdlybuf4s50_1. According to the timing report, the data required time at the worst endpoint equals 1.04 ns. The largest incremental delay on the critical path is 0.40 ns. The maximum net fanout on the critical path is 5. Per STA, the worst path accumulates the most delay in the family buffers and inverters. STA classifies the critical path startpoint as a primary input. Looking at the setup timing report, the critical path kind is primary input to primary output.

For this design, the slowest cell found on the critical path is clkdlybuf4s50_1. STA classifies the critical path endpoint as a primary output. The critical path buffer and inverter count is 2.

Final layout
After the flow finishes, the layout carries non-filler instances totaling 147. The layout overhead on the synthesized area is 96.6%. The layout summary lists the proportion of cells stronger than drive strength 1 as 15.8%.

Timing
Subtracting the final worst setup slack from the clock period gives roughly 1.2 ns. The final period utilization is 96.1%. The final report lists the setup-violating endpoint count as 0. The final count of hold timing violations is 0.

The maximum clock frequency is approximately 0.8 GHz. The worst setup skew after layout is 0.00118 ns. The timer found 9 register pins that no clock reaches; their paths are not timed. Setup repair after global routing left no endpoint under its margin. The number of unconstrained endpoints is 9.

The final timing report lists a max-slew violation count of 0.

Detailed routing
Routed signal wires occupy layers up through met4. Wire segments on met3 add up to 161 um in the final route. In this run the remaining antenna-violating nets after routing total 0.

The iteration-0 DRC count of the detailed router is 20. The final layout contains routed wiring with a total length of 1810 um. The length of the first detailed-routing pass in iterations is 4. In the final routed layout, each cell accounts on average for 12.3 um. The average via count per standard cell is about 3.7.

Per the detail_route report, inserted antenna diodes total 0. The routed layout reports a DRC error count of 0. The routed metal-1 wirelength is 724 um. The routed via count is 541. The detailed router reports a met2 wire length of 861 um.

Power
The power report attributes to the sequential group a share of between 20% and 30%. The internal portion of the total power is 508 uW. The script extracted a net switching power of 163 uW. Of the total power, combinational logic draws 34.7%. The design draws 671 uW. Net switching is 24.3% of the power.

The peak supply drop is 0.241 mV. The power density normalized to cell area is 703 mW/mm^2. The static power due to leakage is 0.000425 uW. The portion of total power attributed to the clock network is 41.1%.

Floorplanning
The floorplan die height is 87 um. The core region is 0.00435 mm^2. The floorplan-stage core utilization is 11.1%. The chip footprint is 0.00757 mm^2. The number of ports placed on the die boundary is 35. The horizontal die dimension reported for this design is 87 um.

The floorplan has 24 rows.

Outcome
The run finished with clean final reports.

GRT
The via count of the first global-routing pass was 554. The total global routing track utilization is 4.44%. The number of antenna violations at the first check in global routing came to 0. The total congestion overflow is 0. Entering global routing, the biggest net connects 10 pins. The first global-routing pass estimated 2750 um of wire.

Worst hold path
The worst hold-check path type is primary input to flip-flop.

Placement
The sum of net half-perimeters after detailed placement is about 1400 um. The buffer_ports step reported a buffer count of 32. The final RePlAce weighted congestion is ~0.77. The number of placed instances, taps included, is 141.

Flow run
The count of maximum capacitance violations is 0. The number of warnings in the stage logs is 25.
## metrics by stage
| step | area (um^2) | setup WS (ns) | hold WS [ns] | util [%] | TNS (ns) |
|---|---|---|---|---|---|
| after detailed placement | 881 | -0.818 | 0.543 | 20.2 | -8.33 |
| after global routing | 955 | 0.0152 | 0.450 | 21.9 | 0 |
| after CTS | 946 | 0.00705 | 0.426 | 21.7 | 0 |
| final | 955 | 0.0511 | 0.424 | 21.9 | 0 |
| after floorplan | 489 | 0.390 | 0.341 | - | 0 |
| after global placement | 881 | -0.768 | 0.536 | 20.2 | -7.87 |
## sequential cells by signal, indices dropped and copies added, names as in the netlist
register / count
reg_tlast: 1
state: 3
reg_tdata: 8
## final timing paths
path / from / endpoint / slack, ns / depth (start not counted)
worst max-delay path: s_axis_tvalid2 / m_axis_tdata[3] / 0.05 / 4
worst max register to register: state[1]$_DFF_P_ / state[0]$_DFF_P_ / 0.30 / 3
worst min register to register: state[1]$_DFF_P_ / state[2]$_DFF_P_ / 0.57 / 2
worst min-delay path: s_axis_tvalid2 / state[0]$_DFF_P_ / 0.42 / 3
## cell usage after synthesis (all sizes together)
cell     count  area [um^2]
a22o         9         78.8
a21oi        1         5.00
or3          1         6.26
inv          2         7.50
a21boi       1         7.51
dlxtn        9          135
a31o         1         8.76
o2111ai      1         8.76
nor2         1         3.75
nand3        1         5.00
dfxtp        3         60.1
nand2b       1         6.26
buf          4         31.3
o311ai       1         8.76
o21bai       1         7.51
o21ai        1         8.76
conb         1         3.75
nand4        1         6.26
a21o         1         7.51
nand2        4         15.0
nor2b        9         56.3
a22oi        1         7.51
## worst min-delay path: stages
cell,delay [ns]
buf_6,0.10
buf_4,0.11
o2111ai_1,0.11
## power groups by stage
stage     Combinational (uW)  Clock, uW  Sequential (uW)
4_1_cts                  239        278              162
5_1_grt                  256        299              166
6_report                 233        276              163
## cell usage in the layout (no fill, tap or decap), types with 2 or more instances in the layout
cell / n
dfxtp_1: 3
dlygate4sd2_1: 4
nor2b_1: 9
nor2_4: 2
clkdlybuf4s50_1: 24
clkbuf_8: 3
dlxtn_1: 9
a22o_1: 9
dlymetal6s2s_1: 2
nand2_1: 4
conb_1: 2
buf_4: 6
buf_6: 2
## cell type report
type | instances | area (um^2)
inverters | 2 | 7.51
flip-flops and latches | 12 | 195
repair buffers | 38 | 368
clock buffers | 4 | 45.0
fillers | 454 | 3400
multi-input cells | 39 | 274
well taps | 52 | 65.1
## what timing repair did
item / 4_1_cts / 5_1_grt
endpoints found under the hold margin: 0 / 0
gates resized: 18 / 3
buffers inserted: 1 / 0
pin swaps: 1 / 0
gates cloned: 1 / 0
endpoints found under the setup margin: 11 / 2
## per-layer routing
metal | vias up | track usage (%)
li1 | 276 | -
met1 | 235 | 5.35
met2 | 25 | 7.79
met3 | 5 | 0.849
met4 | 0 | 1.18
met5 | - | 0
## logic make-up (layout without fill, tap and decap cells)
group | Yosys count | in the layout | synth area share, %
AND-OR/OR-AND | 18 | 18 | 30.7
buffers and inverters | 6 | 44 | 7.99
flip-flops | 3 | 3 | 12.4
latches | 9 | 9 | 27.8
other | 1 | 2 | 0.772
AND/OR/NAND/NOR | 18 | 19 | 20.4
Power figures rest on the tool's default switching activity, not on a simulated workload.
