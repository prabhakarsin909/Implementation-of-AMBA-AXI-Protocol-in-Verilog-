===== /design/flow/config.mk =====
export PLATFORM = sky130hd
export DESIGN_NAME = s_axi
export DESIGN_NICKNAME = s_axi
export VERILOG_FILES = /design/flow/design.v
export SDC_FILE = /design/flow/constraint.sdc
export NUM_CORES = 4
export LEC_CHECK = 1
export CORE_AREA = 10 10 110 110
export DIE_AREA = 0 0 120 120

===== /design/flow/constraint.sdc =====
current_design s_axi

set clk_period 2.5
set clk_io_pct 0.2

create_clock -name clk0 -period $clk_period [get_ports {i_clk}]

set non_clock_inputs [all_inputs -no_clocks]
set_input_delay [expr $clk_period * $clk_io_pct] -clock clk0 $non_clock_inputs
set_output_delay [expr $clk_period * $clk_io_pct] -clock clk0 [all_outputs]

===== /design/flow/design.v =====
`timescale 1ns / 1ps
module m_axi (
    input  wire        i_clk,
    input  wire        i_resetn,
    input  wire        i_wr,
    input  wire [31:0] i_din,
    input  wire [ 3:0] i_strb,
    input  wire [31:0] i_addrin,
    output reg         m_axi_awvalid,
    input  wire        m_axi_awready,
    output reg  [31:0] m_axi_awaddr,
    output reg         m_axi_wvalid,
    input  wire        m_axi_wready,
    output reg  [31:0] m_axi_wdata,
    output reg  [ 3:0] m_axi_wstrb,
    input  wire        m_axi_bvalid,
    output reg         m_axi_bready,
    input  wire [ 1:0] m_axi_bresp
);
  initial begin
    m_axi_awvalid = 0;
    m_axi_wvalid  = 0;
    m_axi_bready  = 0;
    m_axi_awaddr  = 0;
    m_axi_wdata   = 0;
    m_axi_wstrb   = 0;
  end
  always @(posedge i_clk) begin
    if (i_resetn == 1'b0) begin
      m_axi_awvalid <= 0;
      m_axi_wvalid  <= 0;
      m_axi_bready  <= 0;
    end else if (m_axi_bready) begin
      if (m_axi_awready) m_axi_awvalid <= 0;
      if (m_axi_wready)  m_axi_wvalid  <= 0;
      if (m_axi_bvalid)  m_axi_bready  <= 0;
    end else if (i_wr) begin
      m_axi_awvalid <= 1;
      m_axi_wvalid  <= 1;
      m_axi_bready  <= 1;
    end
  end
  always @(posedge i_clk) begin
    if (i_resetn == 1'b0)
      m_axi_awaddr <= 0;
    else if (i_wr)
      m_axi_awaddr <= i_addrin;
    else if (m_axi_awvalid && m_axi_awready)
      m_axi_awaddr <= 0;
  end
  always @(posedge i_clk) begin
    if (i_resetn == 1'b0) begin
      m_axi_wdata <= 0;
      m_axi_wstrb <= 0;
    end else if (i_wr) begin
      m_axi_wdata <= i_din;
      m_axi_wstrb <= i_strb;
    end else if (m_axi_wvalid && m_axi_wready) begin
      m_axi_wdata <= 0;
      m_axi_wstrb <= 0;
    end
  end
endmodule
module s_axi (
    input  wire        i_clk,
    input  wire        i_resetn,
    input  wire        s_axi_awvalid,
    output reg         s_axi_awready,
    input  wire [31:0] s_axi_awaddr,
    input  wire        s_axi_wvalid,
    output reg         s_axi_wready,
    input  wire [31:0] s_axi_wdata,
    input  wire [ 3:0] s_axi_wstrb,
    output reg         s_axi_bvalid,
    input  wire        s_axi_bready,
    output reg  [ 1:0] s_axi_bresp
);
  reg [31:0] addr_in;
  reg        valid_a;
  reg [31:0] data_in;
  reg        valid_d;
  reg [31:0] mem [0:15];
  integer j;
  initial begin
    s_axi_awready = 0;
    s_axi_wready  = 0;
    s_axi_bvalid  = 0;
    s_axi_bresp   = 0;
    addr_in       = 0;
    valid_a       = 0;
    data_in       = 0;
    valid_d       = 0;
    for (j = 0; j < 16; j = j + 1) begin
      mem[j] = 0;
    end
  end
  always @(posedge i_clk) begin
    if (i_resetn == 1'b0)
      s_axi_awready <= 0;
    else if (s_axi_awready)
      s_axi_awready <= 0;
    else if (s_axi_awvalid)
      s_axi_awready <= 1;
  end
  always @(posedge i_clk) begin
    if (i_resetn == 1'b0)
      s_axi_wready <= 0;
    else if (s_axi_wready)
      s_axi_wready <= 0;
    else if (s_axi_wvalid)
      s_axi_wready <= 1;
  end
  always @(posedge i_clk) begin
    if (i_resetn == 1'b0) begin
      addr_in <= 0;
      valid_a <= 0;
    end else if (s_axi_bvalid) begin
      addr_in <= 0;
      valid_a <= 0;
    end else if (s_axi_awvalid) begin
      addr_in <= s_axi_awaddr;
      valid_a <= 1;
    end
  end
  always @(posedge i_clk) begin
    if (i_resetn == 1'b0) begin
      data_in <= 0;
      valid_d <= 0;
    end else if (s_axi_bvalid) begin
      data_in <= 0;
      valid_d <= 0;
    end else if (s_axi_wvalid) begin
      data_in <= s_axi_wdata;
      valid_d <= 1;
    end
  end
  always @(posedge i_clk) begin
    if (i_resetn == 1'b0) begin
      for (j = 0; j < 16; j = j + 1) begin
        mem[j] <= 0;
      end
    end else if (valid_a && valid_d && addr_in <= 15) begin
      mem[addr_in] <= data_in;
    end
  end
  always @(posedge i_clk) begin
    if (i_resetn == 1'b0) begin
      s_axi_bvalid <= 0;
      s_axi_bresp  <= 0;
    end else if (valid_a && valid_d && !s_axi_bvalid) begin
      s_axi_bvalid <= 1;
      if (addr_in <= 15)
        s_axi_bresp <= 2'b00;   
      else
        s_axi_bresp <= 2'b11;   
    end else if (s_axi_bvalid) begin
      s_axi_bvalid <= 0;
      s_axi_bresp  <= 0;
    end
  end
endmodule

===== /design/flow/run.sh =====
#!/bin/bash
# OpenROAD 26Q1-2900-gdf79404cd8, Yosys 0.63+post, stock flow scripts
make -C /OpenROAD-flow-scripts/flow DESIGN_CONFIG=/design/flow/config.mk WORK_HOME=/design/flow/orfs finish

==> impl_metrics.json <==
{
  "outcome": "finished, final reports clean",
  "vias": 917,
  "path_cells": "clkdlybuf4s50_1",
  "xor_share": 0,
  "grt_pass1_vias": 937,
  "hold_viol_final": 0,
  "antenna_cells": 0,
  "viasPerCell": 3.14,
  "critPathLaunchType": "register",
  "fin_ws_ns": 0.854,
  "grt_usage": 0.0410,
  "yosysChipArea_sq_mm": 0.00129,
  "clkTransAtPathRegs_ns": 0.08,
  "io_pins": 78,
  "end_kind": "output pin",
  "numCtsBuffers": 5,
  "rows": 36,
  "worst-path-buf-inv": 1,
  "drv_cap": 0,
  "cts.repair.resized": 0,
  "dp_slack_ns": 0.899,
  "drtIter0Drc": 15,
  "die_area_sq_mm": 0.0144,
  "warnings": 66,
  "final_max_slew_viol_count": 0,
  "wirelength_mm": 3.04,
  "syn_inst": 121,
  "arrival_ns": 1.15,
  "path_class": "register to output pin",
  "worstSkewPairLatency_ns": 0.28,
  "antenna_found_initial": 0,
  "grt_pass1_wl_mm": 4.82,
  "drive_gt1_frac": 0.101,
  "finalSetupViolCount": 0,
  "slowest_stage": "clkdlybuf4s50_1",
  "die_w_um": 120,
  "port_buffers": 36,
  "simple_gate_share": 0.187,
  "wl_per_cell_um": 10.4,
  "coreArea_sq_mm": 0.00977,
  "cp_max_fo": 3,
  "peakVddDrop_mv": 0.193,
  "synth-adder-area-share": 0,
  "ctsHoldBuffers": 0,
  "dp_hpwl_mm": 2.30,
  "syn_to_final_growth_pct": 44.1,
  "mux_area_frac": 0.218,
  "gp_congestion": 0.698,
  "post-cts-setup-buffers": 0,
  "yosys_warnings": 1,
  "topCellsByArea": "dfxtp_1 53%, mux2i_1 22%, nor2_1 9.9%",
  "clock_sinks": 34,
  "maxSlewHeadroom": 0.660,
  "ys_cells": 121,
  "ys_ff": 34,
  "cts_tree": "yes",
  "top_cell_area_share": 0.529,
  "compound_area_frac": 0.00973,
  "top_area_cell": "dfxtp_1",
  "crit_family": "buffers and inverters",
  "worst_slew_pin_slew_ns": 0.510,
  "power_density_mw_per_mm2": 634,
  "dr.pass1.iters": 4,
  "topCombFamilyByArea": "multiplexers",
  "syn_avg_cell_area_sq_um": 10.6,
  "period_used_share": 0.658,
  "tns_ns": 0,
  "drc": 0,
  "p_leak_nw": 0.743,
  "hold_path.class": "register to register",
  "clock_path_buffers": 2,
  "grt_overflow": 0,
  "ys_seq_share": 0.529,
  "synth.distinct_cells": 16,
  "worstPathRequired_ns": 2.00,
  "root_buffer": "clkbuf_8",
  "synthesis.area_sq_mm": 0.00129,
  "max_freq_ghz": 0.608,
  "fillers": 1072,
  "grt_max_degree": 31,
  "fp_util": 0.132,
  "lay_top_cells": "35 x clkdlybuf4s50_1, 34 x nor2_1, 34 x dfxtp_1, 28 x mux2i_1, 6 x clkbuf_8",
  "h-tree-depth": 2,
  "critPathMaxStageDelay_ns": 0.48,
  "rsz0062_at_grt": "false",
  "period_needed_ns": 1.65,
  "fin_worst_skew_ns": 0.00440,
  "ant_nets": 0,
  "chipHeight_um": 120,
  "layout_top_cell": "clkdlybuf4s50_1"
}
==> power by group <==
part / leakage (nW) / switching [mW] / internal [mW] / total [mW]
Sequential: 0.281 / 0.0195 / 0.575 / 0.595
Combinational: 0.415 / 0.0572 / 0.0920 / 0.149
Clock: 0.0472 / 0.209 / 0.221 / 0.430
==> layout make-up <==
class / count / area, sq um / area share
flip-flops and latches: 34 / 681 / 0.367
multi-input cells: 78 / 533 / 0.288
repair buffers: 39 / 378 / 0.204
well taps: 133 / 166 / 0.0898
clock buffers: 6 / 82.6 / 0.0446
clock inverters: 2 / 12.5 / 0.00675
==> worst paths after layout <==
| check | start | endpoint | slack [ns] | depth (start not counted) |
|---|---|---|---|---|
| worst min register to register | s_axi_wready$_SDFF_PP0_ | s_axi_wready$_SDFF_PP0_ | 0.41 | 1 |
| worst max-delay path | s_axi_bresp[0]$_SDFFE_PN0P_ | s_axi_bresp[0] | 0.85 | 1 |
| worst min-delay path | s_axi_wready$_SDFF_PP0_ | s_axi_wready$_SDFF_PP0_ | 0.41 | 1 |
| worst max register to register | addr_in[20]$_SDFFE_PP0P_ | s_axi_bresp[0]$_SDFFE_PN0P_ | 1.24 | 3 |
==> Yosys cell counts (all sizes together) <==
library cell	number
o21a	1
and2	1
nand4	2
nor2b	1
dfxtp	34
nor4	7
mux2i	28
nand2b	1
and3b	1
buf	9
nor2	34
a21oi	1
nand2	1
==> flip-flops by register name (all words and copies together) (netlist names) <==
register,flops
valid_a,1
s_axi_bresp,1
addr_in,28
valid_d,1
s_axi_wready,1
s_axi_bvalid,1
s_axi_awready,1
==> per-stage QoR <==
step                      hold slack, ns  total power [mW]  cell area, sq um  std cells  utilization
final                              0.408              1.17              1850        292        0.190
after global routing               0.438              1.24              1850        292        0.190
after CTS                          0.414              1.21              1850        292        0.190
after detailed placement           0.403             0.760              1760        284        0.180
after global placement             0.404             0.758              1760        284        0.180
after floorplan                    0.366             0.686              1290        121            -
==> cells by family after synthesis <==
| group | count (synthesis) |
|---|---|
| flip-flops | 34 |
| AND-OR/OR-AND | 2 |
| AND/OR/NAND/NOR | 48 |
| buffers and inverters | 9 |
| multiplexers | 28 |
==> metal layers <==
| layer | share of wire | track usage |
|---|---|---|
| met1 | 0.49 | 0.0575 |
| met5 | 0 | 0 |
| met3 | 0.059 | 0.0124 |
| met2 | 0.42 | 0.0609 |
| met4 | 0.027 | 0.00980 |
Power is estimated from default activity; no workload was simulated.
